<file path="/design/flow/run.sh">
#!/bin/bash
# OpenROAD 26Q1-2900-gdf79404cd8, Yosys 0.63+post, stock flow scripts
make -C /OpenROAD-flow-scripts/flow DESIGN_CONFIG=/design/flow/config.mk WORK_HOME=/design/flow/orfs finish
</file>
<file path="/design/flow/config.mk">
export PLATFORM = sky130hd
export DESIGN_NAME = jk_encoder
export DESIGN_NICKNAME = jk_encoder
export VERILOG_FILES = /design/flow/design.v
export SDC_FILE = /design/flow/constraint.sdc
export NUM_CORES = 4
export LEC_CHECK = 1
export CORE_AREA = 10 10 87 87
export DIE_AREA = 0 0 97 97
</file>
<file path="/design/flow/constraint.sdc">
current_design jk_encoder

set clk_period 2.1
set clk_io_pct 0.2

create_clock -name clk0 -period $clk_period [get_ports {clk48}]

set non_clock_inputs [all_inputs -no_clocks]
set_input_delay [expr $clk_period * $clk_io_pct] -clock clk0 $non_clock_inputs
set_output_delay [expr $clk_period * $clk_io_pct] -clock clk0 [all_outputs]
</file>
<file path="/design/flow/design.v">
module jk_encoder (
    input reset, clk48,
    input bit_in,
    input last_bit,
    output bit_ack,
    output dp, dn,
    output done
);
typedef enum logic[1:0] {SYNC, PAYLOAD, EOP, COMPLETE} EncoderState;
EncoderState encoder_state;
typedef enum logic[1:0] {WRITE_IDLE, WRITE_SE0, WRITE_J, WRITE_K} OutputState;
OutputState output_state;
OutputState output_state_next;
assign bit_ack = encoder_state == PAYLOAD &&
                 write_counter == 1 &&
                 should_bitstuff == 0 ? 1 : 0;
assign dp = output_state == WRITE_IDLE ? 1 :
            output_state == WRITE_SE0 ? 0 :
            output_state == WRITE_J ? 1 : 0;
assign dn = output_state == WRITE_IDLE ? 0 :
            output_state == WRITE_SE0 ? 0 :
            output_state == WRITE_J ? 0 : 1;
assign done = encoder_state == COMPLETE;
localparam WRITE_COUNT = 3;
logic [1:0]write_counter;
always_ff @(posedge clk48) begin
    if (reset)
        write_counter <= 'd0;
    else
        case (encoder_state)
            COMPLETE:
                write_counter <= 0;
            SYNC, PAYLOAD, EOP:
                if (write_counter == WRITE_COUNT)
                    write_counter <= 0;
                else
                    write_counter <= write_counter + 1;
        endcase
end
always_ff @(posedge clk48) begin
    if (reset)
        output_state <= WRITE_IDLE;
    else
        output_state <= output_state_next;
end
localparam SYNC_COUNT = 7;
logic [3:0] sync_counter;
always_ff @(posedge clk48) begin
    if (reset)
        sync_counter <= 0;
    else
        case (encoder_state)
            PAYLOAD, EOP, COMPLETE:
                sync_counter <= 0;
            SYNC:
                if (write_counter == WRITE_COUNT)
                    sync_counter <= sync_counter + 1;
                else
                    sync_counter <= sync_counter;
        endcase
end
localparam EOP_COUNT = 3;
logic [1:0] eop_counter;
always_ff @(posedge clk48) begin
    if (reset)
        eop_counter <= 0;
    else
        case (encoder_state)
            SYNC, PAYLOAD, COMPLETE:
                eop_counter <= 0;
            EOP:
                if (write_counter == WRITE_COUNT)
                    eop_counter <= eop_counter + 1;
                else
                    eop_counter <= eop_counter;
        endcase
end
localparam STUFFING_COUNT = 6;
logic [2:0] stuffing_counter;
always_ff @(posedge clk48) begin
    if (reset)
        stuffing_counter <= 0;
    else
        case (encoder_state)
            COMPLETE:
                stuffing_counter <= 0;
            SYNC, PAYLOAD:
                if (write_counter == 0)
                    if (output_state_next == one_val)
                        stuffing_counter <= stuffing_counter + 1;
                    else
                        stuffing_counter <= 0;
                else
                    stuffing_counter <= stuffing_counter;
            EOP:
                stuffing_counter <= 0;
        endcase
end
logic should_bitstuff;
assign should_bitstuff = stuffing_counter == STUFFING_COUNT;
OutputState one_val;
OutputState zero_val;
assign one_val = output_state;
assign zero_val = output_state == WRITE_J ? WRITE_K : WRITE_J;
always_comb begin
    if (reset)
        output_state_next = WRITE_IDLE;
    else
        case (encoder_state)
            SYNC:
                if (write_counter == 0)
                    case (sync_counter)
                        0, 2, 4, 6, 7:
                            output_state_next = WRITE_K;
                        default:
                            output_state_next = WRITE_J;
                    endcase
                else
                    output_state_next = output_state;
            PAYLOAD:
                if (write_counter == 0)
                    if (should_bitstuff)
                        output_state_next = zero_val;
                    else
                        output_state_next = bit_in == 0 ? zero_val : one_val;
                else
                    output_state_next = output_state;
            EOP:
                if (write_counter == 0)
                    case (eop_counter)
                        0, 1:
                            output_state_next = WRITE_SE0;
                        default:
                            output_state_next = WRITE_J;
                    endcase
                else
                    output_state_next = output_state;
            COMPLETE:
                 output_state_next = WRITE_J;
        endcase
end
logic last_payload;
always_ff @(posedge clk48) begin
    if (reset)
        last_payload <= 0;
    else
        if (encoder_state == PAYLOAD)
            if (write_counter == WRITE_COUNT &&
                last_bit == 1)
                last_payload <= 1;
            else
                last_payload <= last_payload;
        else
            last_payload <= 0;
end
always_ff @(posedge clk48) begin
    if (reset)
        encoder_state <= SYNC;
    else
        case (encoder_state)
            SYNC:
                encoder_state <=
                    sync_counter == SYNC_COUNT &&
                    write_counter == WRITE_COUNT ? PAYLOAD :
                                                   SYNC;
            PAYLOAD:
                encoder_state <=
                    write_counter == WRITE_COUNT &&
                    should_bitstuff == 0 &&
                    last_payload == 1 ? EOP :
                                        PAYLOAD;
            EOP:
                encoder_state <=
                    eop_counter == EOP_COUNT ? COMPLETE :
                                               EOP;
            COMPLETE:
                encoder_state <= COMPLETE;
        endcase
end
endmodule
</file>
==> commit_impl_results.txt <==
Update PnR metrics after Yosys + OpenROAD run

- The run finished with clean final reports.
- Total non-filler cell area in the finished layout: 1330 µm²
* # IOs: 8
* HPWL after detailed placement: 1600 µm
* Clock sink count: 18
- After synthesis, the design contains 127 cells according to Yosys.
- The share of the core area taken by cells at floorplan is 0.192.
- Final clock period utilization by the worst path: 0.943
* Leading area contributor after synthesis: dfxtp_1
- For this run, the register share of the synthesized area comes to 0.333.
- Synth Register Bits: 18
* CTS HTree Levels: 1
* Total core area: 5640 µm²
- Per STA, the startpoint of the critical path is stuffing_counter[0]$_SDFFE_PP0P_.
- Area Growth Syn to Fin: 22.4%
- Synth area leaders: dfxtp_1 33%, ha_1 13%, nor2_1 4.8%, a21oi_1 4.6%, inv_1 3.5%
- The largest single stage delay on the critical path is 0.47 ns.
* Clock transition time at the flip-flop clock pins of the worst setup and hold paths: 0.07 ns
* Synth async-reset ratio: 0
- The count of nets left with antenna violations once routing finished came out at 0.
* Number of buffers on the longest clock path: 2
- Total power normalized to cell area comes to 617 nW/µm².
* Setup slack of the worst register-to-register path: 0.23 ns
* Final standard cell utilization of the core: 0.235
- Startpoint Class: register
- Final number of hold-violating endpoints: 0
- Placement-stage worst setup slack: 0.0243 ns
- Max Slew Vio Count: 0
- Largest net degree at the start of global routing: 15
* Die width: 97 µm
- By startpoint and endpoint, the worst setup path is classified as reg2out.
- Number of buffers created by CTS: 3
- After synthesis the cells add up to 1080 µm².
- Counting distinct cell types in the post-synthesis netlist gives 36.
- Of all nets on the critical path, the largest fanout is 3.
- Post-Route Setup TNS: 0 ns
- The post-CTS hold buffer count recorded in the log is 0.
- Number of antenna repair diodes: 0
- Fraction of layout instances using a drive strength above 1: 0.144
- The first global-routing pass estimated 3740 µm of wire.
- Per the OpenROAD floorplan log, the height of the die is 97 µm.
* Gate Count Post-Synth: 127
* Final Hold Slack: 0.476 ns
- CP Capture Point: bit_ack
- Ordered cell list for the critical path: inv_1 -> ha_2 -> nand2_2 -> and3_4 -> clkdlybuf4s50_1
* Hold WC Path Type: reg2reg
- For this run, design rule violations remaining after detail routing come to 0.
- Total routed wirelength: 2150 µm
- The routed layout has 885 vias.
- The via count of the first global-routing pass is 808.
* Slew at the pin closest to its max-slew limit: 0.501 ns
- DRT iter0 DRCs: 74
- Counting flops with a built-in enable in the synthesized netlist gives 0.
- Per the finish-stage timing summary, setup violations number 0.
* Cell with the most instances after synthesis: dfxtp_1
* Worst reg2reg path endpoint: stuffing_counter[0]$_SDFFE_PP0P_
- Data required time at the worst endpoint: 1.68 ns
* Data arrival time of the worst path: 1.56 ns
- Timing would allow up to 0.505 GHz.
* Predominant post-synthesis flop cell: dfxtp_1
- For reference, the post-synthesis area per instance comes to 8.53 µm².
- In this run the maximum-capacitance check reported violations numbering 0.
* Gp weighted congestion: 0.831
- The smallest clock period supported by the final layout is computed as 1.98 ns.
* Leakage: 0.481 nW
- Worst-case clock skew: 0.000739 ns
* Total routing usage reported by global routing: 0.0454
- For this run, the chip area from Yosys synthesis comes to 1080 µm².
- FP Rows: 27
- RSZ-0062 raised after global routing: no
* Maximum vdd drop: 0.271 mV
* Number of antenna violations at the first check in global routing: 0
- Warnings raised by the tools during the run amount to 32.
- Number of warning messages in the yosys log: 1
- CTS tree: done
- Across all setup checks in the final design, the least slack found is 0.121 ns.
- Across all checked pins, the minimum headroom to the slew limit is 0.666.
- STA classifies the critical path endpoint as an output port.
- Buffers placed on the I/O ports in this run total 7.
- The global route stage reports its total congestion overflow as 0.
- Top cell area share: 0.333
* Synth cell count leaders: 18 x dfxtp_1, 14 x nor2_1, 11 x ha_1
- Tally of filler cells in the layout: 588
- As reported, the later end of the worst-skew pair has a clock insertion delay of 0.25 ns.
- Root buf cell: clkbuf_8
- Before antenna repair, the detailed router went through 4 iterations.
- For this run, the detailed router reports a per-instance via density of 4.19.
* Detail-routed net length per standard cell: 10.2 µm
* Depth of the worst register-to-register path: 7
* Startpoint of the worst register-to-register path: sync_counter[0]$_SDFFE_PP0P_
- Cell area after placement: 1250 µm²
- Highest-delay cell along the critical path: clkdlybuf4s50_1
* Total die area: 9410 µm²
[routing by layer]
metal | GRT usage | vias to the layer above | routed length [µm] | share of wire
met4 | 0.00225 | 0 | 14 | 0.0065
met3 | 0.0208 | 2 | 169 | 0.079
met5 | 0 | - | 0 | 0
met1 | 0.0648 | 400 | 1170 | 0.55
li1 | - | 469 | - | -
met2 | 0.0634 | 14 | 793 | 0.37
[power by group]
group / switching [mW] / total (mW) / internal (mW)
Sequential: 0.0182 / 0.377 / 0.359
Combinational: 0.0758 / 0.162 / 0.0859
Clock: 0.114 / 0.280 / 0.166
Total: 0.207 / 0.819 / 0.611
[worst max-delay path, delay by kind of cell, from the launching register on]
kind,cells,cell delay [ns]
buffers and inverters,2,0.51
flip-flops,1,0.34
AND/OR/NAND/NOR,2,0.28
adder cells (fa/ha/maj),1,0.18
[how the worst min path moves through the flow]
stage | from | to | slack, ns | depth (start not counted)
CTS | stuffing_counter[0]$_SDFFE_PP0P_ | stuffing_counter[0]$_SDFFE_PP0P_ | 0.47 | 2
global route | stuffing_counter[1]$_SDFFE_PP0P_ | stuffing_counter[1]$_SDFFE_PP0P_ | 0.53 | 2
finish | stuffing_counter[1]$_SDFFE_PP0P_ | stuffing_counter[1]$_SDFFE_PP0P_ | 0.48 | 2
[repair_timing]
action | in CTS | in global routing
setup buffers | 0 | 1
gates resized | 1 | 4
pin swaps | 0 | 1
endpoints found under the hold margin | 0 | 0
setup endpoints to repair | 1 | 1
[final cells by class]
| cell class | count | area [µm²] | area share |
|---|---|---|---|
| well taps | 72 | 90.1 | 0.0679 |
| inverters | 10 | 37.5 | 0.0283 |
| flip-flops and latches | 18 | 363 | 0.274 |
| clock buffers | 4 | 55.1 | 0.0415 |
| multi-input cells | 93 | 658 | 0.496 |
| repair buffers | 14 | 123 | 0.0925 |
[sequential cells by signal, summed over array words and instances (netlist names)]
name / flops
stuffing_counter: 3
last_payload: 1
sync_counter: 4
encoder_state: 4
write_counter: 2
output_state: 2
eop_counter: 2
[cell usage in the layout (no fill, tap or decap), drive strengths merged, types with 3 or more instances in the layout]
cell type	instances
nor2	14
o21ai	6
nor3	3
nand2	6
or4	3
a21oi	10
clkbuf	4
buf	7
clkdlybuf4s50	7
nand4	5
nor3b	4
nand2b	5
inv	10
dfxtp	18
ha	11
[kinds of logic after synthesis]
| kind of cell | Yosys count | synth area share |
|---|---|---|
| AND/OR/NAND/NOR | 48 | 0.245 |
| AND-OR/OR-AND | 28 | 0.176 |
| flip-flops | 18 | 0.333 |
| buffers and inverters | 16 | 0.0693 |
| adder cells (fa/ha/maj) | 11 | 0.127 |
| XOR/XNOR | 4 | 0.0323 |
| multiplexers | 2 | 0.0185 |
[per-stage QoR]
stage                     total power, mW  std cells
after floorplan                     0.489        127
after global placement              0.541        206
after detailed placement            0.539        206
after CTS                           0.825        210
after global routing                0.873        211
final                               0.819        211
Power figures rest on the tool's default switching activity, not on a simulated workload.
